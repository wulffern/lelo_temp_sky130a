File: ./design.v
module tempFsm #(
                 parameter WIDTH = 8                 
                 )(
                   input wire               lfClk,  
                   input wire               start,
                   input wire               rst_n,
                   input wire [WIDTH-1:0]   count,
                   output logic             resetCount,
                   output logic             done,
                   output logic             pwrupOsc,  
                   output logic [WIDTH-1:0] cycles    
                   );
   parameter                                IDLE = 0, PWRUP = 1, PWRDWN = 2, CAPTURE = 3;
   logic [1:0]                              state;
   logic [1:0]                              next_state;
   always_comb begin
      case (state)
        IDLE: next_state = start ? PWRUP : IDLE;
        PWRUP: next_state = PWRDWN ;
        PWRDWN: next_state = CAPTURE;
        CAPTURE: next_state = IDLE;
        default: next_state = IDLE;
      endcase  
   end
   always_ff @(posedge lfClk or negedge rst_n) begin
      if(~rst_n) begin
         state <= IDLE;
         pwrupOsc <= 0;
         resetCount <= 1;
         done <= 1;
         cycles <= 0;
      end
      else begin
         state <= next_state;
         case (state)
           IDLE: begin
              pwrupOsc <= 0;
              resetCount <= 1;
              done <= 1;
           end
           PWRUP: begin
              pwrupOsc <= 1;
              resetCount <= 0;
              done <= 0;
           end
           PWRDWN: begin
              pwrupOsc <= 0;
              resetCount <= 0;
              done <= 0;
           end
           CAPTURE: begin
              pwrupOsc <= 0;
              resetCount <= 0;
              cycles <= count ;
              done <= 0;
           end
         endcase
      end
   end
endmodule
File: ./run.sh
#!/bin/bash
# OpenROAD 26Q1-2900-gdf79404cd8, Yosys 0.63+post, stock flow scripts
make -C /OpenROAD-flow-scripts/flow DESIGN_CONFIG=/design/flow/config.mk WORK_HOME=/design/flow/orfs finish
File: ./config.mk
export PLATFORM = sky130hd
export DESIGN_NAME = tempFsm
export DESIGN_NICKNAME = tempFsm
export VERILOG_FILES = /design/flow/design.v
export SDC_FILE = /design/flow/constraint.sdc
export NUM_CORES = 4
export LEC_CHECK = 1
export CORE_AREA = 10 10 70 70
export DIE_AREA = 0 0 80 80
File: ./constraint.sdc
current_design tempFsm

set clk_period 2.0
set clk_io_pct 0.2

create_clock -name clk0 -period $clk_period [get_ports {lfClk}]

set non_clock_inputs [all_inputs -no_clocks]
set_input_delay [expr $clk_period * $clk_io_pct] -clock clk0 $non_clock_inputs
set_output_delay [expr $clk_period * $clk_io_pct] -clock clk0 [all_outputs]
==> metrics.yaml <==
global_route:
  antenna_found_initial: 0
  grt_pass1_wl_um: 1670
  grt.overflow.total: 0
  grt_start_max_net_pins: 15
  grt_usage_pct: 3.43
  grt_pass1_vias: 326
floorplanning:
  io_pins: 22
  core_um2: 3420
  die_h_um: 80
  die_width_um: 80
  num_rows: 21
  initial_utilization_pct: 15.1
  dieArea_um2: 6400
timing:
  rsz0062_at_grt: "false"
  timing.final.crit_share_pct: 82.6
  timing.hold.ws_ns: 0.388
  setup_viol: 0
  tightest_slew_ns: 0.583
  slew_viol_final: 0
  fin_crit_ns: 1.65
  final_hold_viol_count: 0
  fin_worst_skew_ns: 0.00883
  max-slew-margin-rel_pct: 61.0
  max_freq_mhz: 605
  setup_tns_ns: 0
placed_design:
  portBuffers: 21
  post_dp_cell_area_um2: 766
  gp_congestion: 0.688
min_path:
  min_to: "state[1]"
  hold_start: "state[2]"
  holdCritPathClass: "flop to flop"
  min_delay_path_depth: 0
route:
  diodes: 0
  first_pass_iters: 1
  ant_nets: 0
  via_count: 286
  wl_um: 1060
  vias_per_cell: 2.92
  wl_per_cell_um: 10.8
  drt_iter0_markers: 0
  drc: 0
layout:
  post-route-util_pct: 23.5
  synthToLayoutAreaGrowth_pct: 55.2
  final_area_um2: 802
  layout-drive-gt1-share_pct: 28.8
  lay_top_count: "clkdlybuf4s50_1"
  mostFrequentLayoutCells: "clkdlybuf4s50_1, dfrtp_1, mux2_4, clkbuf_4"
clock_tree:
  numCtsBuffers: 3
  clock_path_buffers: 2
  cts_setup_buffers: 0
  tritoncts: "done"
  cts-resized-gates: 0
  path_clk_slew_ns: 0.08
  cts_max_level: 1
  root_buffer: "clkbuf_4"
  insertion_delay_ns: 0.27
  hold_buffers: 0
  numClockSinks: 14
job:
  warnings: 25
  drv_cap: 0
setup_path:
  path_cells: "clkdlybuf4s50_1"
  critPathTopFamily: "flip-flops"
  required_ns: 1.60
  slowest_stage: "dfstp_2"
  critPathKind: "flop to primary output"
  r2r_start: "state[3]"
  cp_max_fo: 2
  cpPeakStageDelay_ns: 0.53
  r2r_cells: 1
  startpoint: "done"
  cp.arrival_ns: 1.25
  r2r-end: "cycles[2]"
  crit_path_end_kind: "primary output"
  path_buffers: 1
  r2r_slack_ns: 0.79
  cp-start-kind: "flop"
yosys:
  ys_area_um2: 517
  synth-seq-cells: 14
  synth_area_um2: 517
  synth_seq_share_pct: 68.3
  yosys_cells: 29
  synth_cell_types: 10
  netlist_instances: 29
  synth.avg_cell_area_um2: 17.8
  synth_warnings: 1
power:
  power_frac_comb_pct: 4.9
  clockPowerShare_pct: 39.2
  power_frac_seq_pct: 55.8
  total_power_mw: 0.507
  p_leak_nw: 0.352
  ir_drop_mv: 0.142
  powerDensity_nw_per_um2: 632
  p_switching_mw: 0.0962
  p_int_mw: 0.411
  switching_share_pct: 19.0
outcome:
  status: "completed"
flip-flops by register name, indices dropped and copies added (netlist names):
signal    cells
state         4
cycles        8
done          1
pwrupOsc      1
synthesized netlist by cell type:
library cell	instances	share of area, %
nor3_1	2	1.9
dfrtp_1	12	58
buf_6	1	2.2
mux2_4	7	20
buf_4	1	1.5
a21o_2	1	1.7
and2_1	1	1.2
inv_1	1	0.73
dfstp_2	2	10
mux2_2	1	2.2
logic make-up after synthesis:
family / share of synthesized area (%)
flops: 68.3
simple gates: 3.15
mux: 22.5
buf+inv: 4.36
compound gates: 1.70
worst max-delay path by stage:
stage	end	slack, ns	cells after the start
finish	done	0.35	1
global route	done	0.29	1
CTS	done	0.33	1
cell type report:
class,count,area [µm²]
inverters,1,3.75
fillers,363,2610
clock buffers,4,36.3
well taps,46,57.6
multi-input cells,12,141
repair buffers,21,210
flip-flops and latches,14,353
routing by layer:
| metal | wire length, µm | GRT usage, % | vias to the layer above |
|---|---|---|---|
| met1 | 455 | 4.21 | 127 |
| met2 | 448 | 4.98 | 14 |
| met3 | 150 | 2.16 | 2 |
| li1 | - | - | 143 |
| met5 | 0 | 0 | - |
| met4 | 8 | 0.704 | 0 |
power groups by stage:
stage | Clock, mW | Combinational, mW | Sequential, mW
6_report | 0.199 | 0.0251 | 0.283
5_1_grt | 0.228 | 0.0282 | 0.283
4_1_cts | 0.205 | 0.0262 | 0.283
stage by stage:
step	worst slack [ns]	std cells
after floorplan	1.03	29
after global placement	0.633	94
after detailed placement	0.629	94
after CTS	0.326	98
after global routing	0.292	98
final	0.348	98
No activity file was given, so power comes from the tool's default toggle rates.
