## flow/run.sh

```bash
#!/bin/bash
# OpenROAD 26Q1-2900-gdf79404cd8, Yosys 0.63+post, stock flow scripts
make -C /OpenROAD-flow-scripts/flow DESIGN_CONFIG=/design/flow/config.mk WORK_HOME=/design/flow/orfs finish
```

## flow/config.mk

```make
export PLATFORM = sky130hd
export DESIGN_NAME = tempCounter
export DESIGN_NICKNAME = tempCounter
export VERILOG_FILES = /design/flow/design.v
export SDC_FILE = /design/flow/constraint.sdc
export NUM_CORES = 4
export LEC_CHECK = 1
export CORE_AREA = 10 10 70 70
export DIE_AREA = 0 0 80 80
```

## flow/constraint.sdc

```tcl
current_design tempCounter

set clk_period 1.3
set clk_io_pct 0.2

create_clock -name clk0 -period $clk_period [get_ports {clk}]

set non_clock_inputs [all_inputs -no_clocks]
set_input_delay [expr $clk_period * $clk_io_pct] -clock clk0 $non_clock_inputs
set_output_delay [expr $clk_period * $clk_io_pct] -clock clk0 [all_outputs]
```

## flow/design.v

```verilog
module tempCounter #(
                     parameter WIDTH = 8
                     )
   (
    input wire               clk,
    input wire               reset,
    output logic [WIDTH-1:0] count
    );
   logic [WIDTH-1:0]         i_count;
   always_comb begin
      i_count = count + 1;
   end
   always_ff @(posedge clk or posedge reset) begin
      if(reset)
        count <= 0;
      else
        count <= i_count;
   end
endmodule
```

==> run_results.csv <==
group,metric,value,unit
clock_network,cts_sinks,8,
power,p_int,0.357,mW
synthesis,yosysWarnings,1,
synthesis,ys_top_cells_by_count,"8 x dfrtp_1, 3 x xnor2_1, 3 x xor2_1",
sta,final.setup.tns,0,ps
synthesis,synth_cells,25,
placed_design,dpl.hpwl,588,um
global_routing,grt-ovfl-total,0,
sta,slew_violations,0,
detailed_routing,n_antenna_cell,0,
global_routing,antenna_found_initial,0,
power,sw_frac_of_total,0.185,
power,p_per_area,811,nW/um^2
cells_and_area,top_register,"count",
outcome,status,"finished clean",
clock_network,cts_tree,"yes",
floorplan,ioPinCount,10,
sta,clock.fmax,871,MHz
cells_and_area,reg_top3,"count (8)",
synthesis,synth_flops,8,
critical_path,crit_required,1040,ps
critical_path,r2r_slack,250,ps
synthesis,top_cells_by_area,"dfrtp_1 63%, xnor2_1 8.2%, xor2_1 8.2%",
floorplan,die_h,80,um
global_routing,grtUsageTotal,0.0300,
placed_design,pre_cts_slack,112,ps
placed_design,place_congestion,0.670,
cells_and_area,largest_register_ffs,8,
global_routing,grt_pass1_wl,1.47,mm
synthesis,yosys_cells,25,
cells_and_area,syn_to_final_growth,68.7,%
placed_design,portBuffers,9,
clock_network,cts-root-buf,"clkbuf_4",
synthesis,top_cell,"dfrtp_1",
synthesis,ys.flop_type,"dfrtp_1",
sta,hold_viol_final,0,
critical_path,cp_cell_sequence,"dlygate4sd2_1",
clock_network,worstSkewPairLatency,240,ps
floorplan,core,3420,um^2
floorplan,initial_utilization,0.0938,
detailed_routing,wl_per_cell,8.70,um
critical_path,end_kind,"output port",
clock_network,htreeDepth,1,
clock_network,holdBufCountCts,0,
critical_path,cp_data_arrival_time,890,ps
detailed_routing,drtAntennaViolNets,0,
sta,max_slew_margin,0.798,
synthesis,synth_cell_types,11,
synthesis,top_area_frac,0.625,
power,comb_power_share,0.018,
run,drv_cap,0,
sta,rsz0062_at_grt,"no",
synthesis,synth_area,320,um^2
sta,final.min_clock_period,1150,ps
power,pwr-share-clk,0.413,
floorplan,die_w,80,um
global_routing,first_global_vias,287,
detailed_routing,first_pass_iters,3,
critical_path,cp_top_family,"flip-flops",
detailed_routing,drcViolationCount,0,
clock_network,cts_max_path_buffers,2,
global_routing,grt_max_degree,9,
sta,setup_ws,151,ps
detailed_routing,drtIter0Drc,15,
synthesis,syn_area_per_cell,12.8,um^2
detailed_routing,vias,244,
critical_path,cpPeakStageDelay,390,ps
sta,fin_crit_sh,0.883,
placed_design,placed_cells,81,
cells_and_area,post-route-util,0.158,
power,totalPowerFinal,0.438,mW
synthesis,edf_count,0,
critical_path,path_buffers,1,
cells_and_area,num-fill-cells,383,
clock_network,cts_buffers,3,
synthesis,async_reset_ff_frac,1.00,
synthesis,synth_area_leader_cell,"dfrtp_1",
synthesis,yosys_area,320,um^2
clock_network,path_clk_slew,50,ps
critical_path,cp_max_fo,2,
detailed_routing,via_per_inst,2.68,
floorplan,die_area,6400,um^2
sta,tightest_slew,302,ps
cells_and_area,layoutNonFillerInstCount,91,
critical_path,start_kind,"flop",
power,power.leakage,0.268,nW
synthesis,ys_seq_share,0.625,
detailed_routing,wl,792,um
run,tool_warnings,25,
power,sequentialPowerShare,0.569,
floorplan,rows,21,
sta,setup_violations,0,
critical_path,slowest_stage,"dfrtp_1",
min_path,hold_class,"primary input to async pin",
cells_and_area,layout-drive-gt1-share,0.289,
power,ir_drop,0.000187,V
power,p_switching,0.0810,mW
sta,skew,1.27,ps
critical_path,worstSetupPathType,"flop to output port",
## layout by cell type, fill, tap and decap left out, drive strengths merged
cell type	netlist	layout
and3	1	1
buf	0	8
clkbuf	0	3
clkdlybuf4s50	0	1
dfrtp	8	8
dlygate4sd2	0	8
ha	1	1
inv	2	2
nand2	2	2
nand3	3	3
nor2	1	1
nor3	1	1
xnor2	3	3
xor2	3	3
## power by group through the flow
stage | registers [mW] | clock network (mW) | logic [mW]
final | 0.249 | 0.181 | 0.00768
after global routing | 0.249 | 0.203 | 0.00939
after CTS | 0.249 | 0.195 | 0.00812
## timing repair
item	in CTS	in global routing
endpoints found under the setup margin	8	0
hold endpoints to repair	0	0
resized	8	0
setup buffers	7	0
## area by class of cell
class | count | area, um^2 | share of cell area
multi-input cells | 15 | 113 | 0.208
well taps | 46 | 57.6 | 0.106
clock buffers | 3 | 22.5 | 0.0417
inverters | 2 | 7.51 | 0.0139
repair buffers | 17 | 140 | 0.259
flip-flops and latches | 8 | 200 | 0.370
## cells by family (layout without fill, tap and decap cells)
logic type | count (synthesis) | in the layout | synth area share
XOR/XNOR | 6 | 6 | 0.164
adder cells (fa/ha/maj) | 1 | 1 | 0.0391
buffers and inverters | 2 | 22 | 0.0234
flip-flops | 8 | 8 | 0.625
AND/OR/NAND/NOR | 8 | 8 | 0.148
## final timing paths
| path | cells after the start | end | from |
|---|---|---|---|
| setup / recovery | 1 | count[3] | count[3] |
| hold reg to reg | 2 | count[7] | count[7] |
| min in group clk0 | 2 | count[7] | count[7] |
| max in group asynchronous | 2 | count[4] | reset |
| setup reg to reg | 4 | count[7] | count[2] |
| hold / removal | 2 | count[2] | reset |
## per-layer routing
| layer | GRT usage | vias to the layer above | share of wire |
|---|---|---|---|
| li1 | - | 123 | - |
| met1 | 0.0352 | 112 | 0.44 |
| met2 | 0.0409 | 7 | 0.42 |
| met3 | 0.0261 | 2 | 0.13 |
| met4 | 0.00528 | 0 | 0.010 |
| met5 | 0 | - | 0 |
## stage by stage
stage	hold slack (ps)	area (um^2)
2_1_floorplan	75.7	320
3_3_place_gp	458	475
3_5_place_dp	459	475
4_1_cts	257	541
5_1_grt	292	541
6_report	257	541
## worst register-to-register path: cells and delay by family (launching register included)
kind,cells,cell delay (ps)
simple gates,2,340
flops,1,340
buf+inv,1,130
xor+xnor,1,160
Power figures rest on the tool's default switching activity, not on a simulated workload.
